## design/flow/config.mk

```make
export PLATFORM = sky130hd
export DESIGN_NAME = fifo
export DESIGN_NICKNAME = fifo
export VERILOG_FILES = /design/flow/design.v
export SDC_FILE = /design/flow/constraint.sdc
export NUM_CORES = 4
export LEC_CHECK = 1
export CORE_UTILIZATION = 50
```

## design/flow/constraint.sdc

```tcl
current_design fifo

set clk_period 5.4
set clk_io_pct 0.2

create_clock -name clk0 -period $clk_period [get_ports {i_clk}]

set non_clock_inputs [all_inputs -no_clocks]
set_input_delay [expr $clk_period * $clk_io_pct] -clock clk0 $non_clock_inputs
set_output_delay [expr $clk_period * $clk_io_pct] -clock clk0 [all_outputs]
```

## design/flow/design.v

```verilog
`default_nettype none
module fifo #(
	parameter FIFO_WIDTH = 8,
	parameter LOG_FIFO_DEPTH = 4)
	(
	input wire i_clk,
	input wire i_wr,
	input wire i_rd,
	input wire [FIFO_WIDTH - 1:0] i_data,
	output wire o_full,
	output wire o_empty,
	output reg [LOG_FIFO_DEPTH:0] o_entries,
	output reg [FIFO_WIDTH - 1:0] o_data
);
	reg [LOG_FIFO_DEPTH:0] rd_addr, wr_addr;
	wire rd_req, wr_req;
	assign rd_req = i_rd && (!o_empty);
	assign wr_req = i_wr && (!o_full);
	initial
		rd_addr = 0;
	always @(posedge i_clk) begin
		if (rd_req)
			rd_addr <= rd_addr + 1;
	end
	initial
		wr_addr = 0;
	always @(posedge i_clk) begin
		if (wr_req)
			wr_addr <= wr_addr + 1;
	end
	reg [FIFO_WIDTH - 1:0] fifo_mem [(1 << LOG_FIFO_DEPTH) - 1 :0];
	always @(posedge i_clk)
		if (wr_req)
			fifo_mem[wr_addr[LOG_FIFO_DEPTH - 1:0]] <= i_data;
	always @(*)
		o_data = fifo_mem[rd_addr[LOG_FIFO_DEPTH - 1:0]];
	wire [LOG_FIFO_DEPTH:0] entries;
	assign entries = wr_addr - rd_addr;
	always @(*)
		o_entries = entries;
	assign o_full = (entries >= {1'b1, {(LOG_FIFO_DEPTH){1'b0}}});
	assign o_empty = (entries == 0);
endmodule
```

## design/flow/run.sh

```bash
#!/bin/bash
# OpenROAD 26Q1-2900-gdf79404cd8, Yosys 0.63+post, stock flow scripts
make -C /OpenROAD-flow-scripts/flow DESIGN_CONFIG=/design/flow/config.mk WORK_HOME=/design/flow/orfs finish
```

==> changes_impl.md <==
### Changed

* Run status: finished, final reports clean
* Worst r2r path cells at 7
* Later-pin clock latency in the skew report at ~0.51 ns
* Worst hold margin at around 0.61 ns
* Worst setup SP type: register
* RSZ-0062 raised after global routing: no
* Reg-to-reg endpoint: rd_addr[0]
* Gp weighted congestion at between 0.7 and 0.8
* Placed insts at 455
* Critical Path Fanout Max at 36
* HPWL after DPL at a little over 6000 um
* Count of final hold-check violations at 0
* Die extent in x at ~110 um
* First-pass GRT wire length at 16,400 um
* Worst R2R Start: rd_addr[1]
* Largest net degree at the start of global routing at 37
* Total track usage at 22.1%
* Port Buffers at 25
* Total gr overflow at 0
* Clock-pin slew on the worst setup and hold paths at ~0.060 ns
* Chip Area, Yosys at approximately 5600 um^2
* Worst min-delay path class: register to register
* Ys cells at 282
* Top Layout Cells: edfxtp_1, clkdlybuf4s50_1, buf_4
* CP Capture Type: output pin
* Comb area at about 1400 um^2
* Buf/Inv on CP at 3
* Fmax at 237 MHz
* Row Count at 38
* Post-Syn Area at roughly 5600 um^2
* Slowest cell on crit path: fa_1
* CTS HTree Levels at 4
* Synth Seq Share at between 70% and 80%
* Via density at 5.68
* Pwr/cell area at around 570 nW/um^2
* Setup tns final at 0 ns
* Fillers at 786
* Reg2reg setup slack at around 2.7 ns
* Crit. Startpoint: rd_addr[1]
* Hold path start: rd_addr[4]
* Hold path cells at 1
* Routed len/inst at 21.8 um
* Setup violations, final at 0
* Layout cells sized above 1 at 21.3%
* Final worst path period need at approximately 4.2 ns
* CP peak stage delay at roughly 0.5 ns
* Post_cts resized at 0
* Number of buffers created by CTS at 17
* Post-Syn Instances at 282
* Critical path's top delay family: buffers and inverters
* CP dominant cell by count: buf_4
* Clock Skews at between 0.015 and 0.02 ns
* Postcts setup bufs at 0
* Initial antenna violation count at 0
* Worst VDD drop at between 0.3 and 0.4 mV
* Util after Layout at 61.5%
* Pre-Place Util at 51.7%
* # DRC at 0
* Final Cycle Share at roughly 78%
* WP data arrival at ~3.1 ns
* Core Region at about 11,000 um^2
* I/O Pins at 26
* Register Area at approximately 4100 um^2
* Critical path class: register to output pin
* Chip area at between 10,000 and 15,000 um^2
* Diodes inserted at 0
* Clock Path Buffers at 2
* CTS tree: built
* Root Buffer: clkbuf_8
* Top cell excl fill/tap: edfxtp_1
* Worst-margin pin slew at 0.857 ns
* Die Ht at 108 um
* Clock tree sinks at 138
* Tally of OpenROAD warnings at 28
* Layout area overhead at 18.9%
* Worst-path cell chain: buf_4, fa_1, nand2b_1, a21oi_1, xnor2_2, buf_4, nor4_1, clkdlybuf4s50_1
* Pre-antenna DRT Iters at 4
* Final ANT Viol Nets at 0
* Synth Area per Inst at 20.0 um^2
* CP required at roughly 4.3 ns
* Unique cell types at 22
* Vias in the first global route at ~3,000
* Synthesized registers at 138
* Vias post-DR at approximately 2,800
* Max-slew violations at 0
* Power Total at ~3.8 mW
* Hold buffer count at cts at 0
* Hold Path End: rd_addr[4]
* Leakage power at between 2 and 2.5 nW
* Slew HR at a little over two fifths
* 1st-iter DRT viols at 151
* Synth warn at 1
* Max Cap Viol at 0
* WL final at ~11,000 um
* Non-Filler Instances at between 400 and 500
==> routing by layer <==
metal / vias to the layer above / track usage [%] / part of all wire [%] / wire (um)
li1: 1269 / - / - / -
met1: 1371 / 37.5 / 43 / 4580
met2: 118 / 30.5 / 46 / 4880
met3: 6 / 11.9 / 10 / 1060
met4: 0 / 2.45 / 0.76 / 81
met5: - / 0 / 0 / 0
==> stage by stage <==
stage | setup slack [ns] | instance area [um^2]
floorplan | 2.34 | 5630
global placement | 1.78 | 6140
detailed placement | 1.72 | 6140
finish | 1.18 | 6700
global route | 0.967 | 6700
CTS | 1.15 | 6700
==> flip-flops by register name, indices dropped and copies added (netlist names) <==
name      count
fifo_mem    128
rd_addr       5
wr_addr       5
==> where the power goes <==
part,internal (mW),switching [mW]
Combinational,0.641,0.645
Clock,0.620,0.450
Sequential,1.35,0.0798
==> cells by family (layout without fill, tap and decap cells) <==
kind of cell / Yosys count / in the layout / synth area share [%]
compound gates: 20 / 20 / 2.60
fa+ha+maj: 10 / 10 / 2.36
simple gates: 49 / 49 / 3.95
mux: 32 / 32 / 13.7
flops: 138 / 138 / 73.6
buf+inv: 23 / 88 / 2.29
xor+xnor: 10 / 10 / 1.56
==> worst max-delay path by stage <==
stage	endpoint	slack (ns)	cells past startpoint
after CTS	o_empty	1.15	8
after global routing	o_empty	0.97	8
final	o_empty	1.18	8
==> cell type report <==
class / count / share of cell area [%]
flip-flops and latches: 138 / 61.9
multi-input cells: 121 / 20.6
clock buffers: 18 / 6.24
repair buffers: 46 / 6.09
well taps: 140 / 2.62
clock inverters: 14 / 2.04
inverters: 10 / 0.560
==> cells in the mapped netlist, drive strengths merged <==
cell type	n	area share, %
edfxtp	138	74
mux4	32	14
a22oi	16	2.1
nand2	15	1.0
nor3	14	1.2
buf	10	1.4
inv	10	0.67
ha	9	2.0
nor2	8	0.53
nand3	7	0.62
xnor2	6	0.93
xor2	4	0.62
clkbuf	3	0.20
nor4	3	0.33
a21oi	2	0.18
nand2b	2	0.22
fa	1	0.36
o21ai	1	0.089
o41a	1	0.20
No activity file was given, so power comes from the tool's default toggle rates.
