File: ./design.v
`default_nettype none
module sfifo #(
	parameter FIFO_WIDTH = 8,
	parameter LOG_FIFO_DEPTH = 4)
	(
	input wire i_clk,
	input wire i_wr,
	input wire i_rd,
	input wire [FIFO_WIDTH - 1:0] i_data,
	output reg o_full,
	output reg o_empty,
	output reg [LOG_FIFO_DEPTH:0] o_entries,
	output reg [FIFO_WIDTH - 1:0] o_data
);
	reg [LOG_FIFO_DEPTH:0] rd_addr, wr_addr;
	reg [LOG_FIFO_DEPTH:0] rd_addr_final;
	wire rd_req, wr_req;
	assign rd_req = i_rd && (!o_empty);
	assign wr_req = i_wr && (!o_full);
	initial
		rd_addr = 0;
	always @(posedge i_clk) begin
		if (rd_req)
			rd_addr <= rd_addr + 1;
	end
	initial
		wr_addr = 0;
	always @(posedge i_clk) begin
		if (wr_req)
			wr_addr <= wr_addr + 1;
	end
	reg [FIFO_WIDTH - 1:0] fifo_mem [(1 << LOG_FIFO_DEPTH) - 1 :0];
	always @(posedge i_clk)
		if (wr_req)
			fifo_mem[wr_addr[LOG_FIFO_DEPTH - 1:0]] <= i_data;
	wire [LOG_FIFO_DEPTH:0] entries;
	always @(*)
		rd_addr_final = rd_req ? (rd_addr + 1) : rd_addr;
	always @(posedge i_clk)
		if (wr_req && (o_empty || ((o_entries == 1) && rd_req)))
			o_data <= i_data;
		else
			o_data <= fifo_mem[rd_addr_final[LOG_FIFO_DEPTH - 1:0]];
	assign entries = wr_addr - rd_addr;
	initial
		o_entries = 0;
	always @(posedge i_clk) begin
		case ({wr_req, rd_req})
			2'b00 : o_entries <= entries;
			2'b01 : o_entries <= entries - 1;
			2'b10 : o_entries <= entries + 1;
			2'b11 : o_entries <= entries;
		endcase
	end
	initial
		o_full = 0;
	always @(posedge i_clk)
		o_full <= ((entries == {1'b0, {(LOG_FIFO_DEPTH){1'b1}}}) && wr_req && !rd_req) || ((entries >= {1'b1, {(LOG_FIFO_DEPTH){1'b0}}}) && !rd_req);
	initial
		o_empty = 1;
	always @(posedge i_clk)
		o_empty <= ((entries == 1) && rd_req && !wr_req) || ((entries == 0) && !wr_req);
endmodule
File: ./run.sh
#!/bin/bash
# OpenROAD 26Q1-2900-gdf79404cd8, Yosys 0.63+post, stock flow scripts
make -C /OpenROAD-flow-scripts/flow DESIGN_CONFIG=/design/flow/config.mk WORK_HOME=/design/flow/orfs finish
File: ./config.mk
export PLATFORM = sky130hd
export DESIGN_NAME = sfifo
export DESIGN_NICKNAME = sfifo
export VERILOG_FILES = /design/flow/design.v
export SDC_FILE = /design/flow/constraint.sdc
export NUM_CORES = 4
export LEC_CHECK = 1
export CORE_UTILIZATION = 40
File: ./constraint.sdc
current_design sfifo

set clk_period 5.5
set clk_io_pct 0.2

create_clock -name clk0 -period $clk_period [get_ports {i_clk}]

set non_clock_inputs [all_inputs -no_clocks]
set_input_delay [expr $clk_period * $clk_io_pct] -clock clk0 $non_clock_inputs
set_output_delay [expr $clk_period * $clk_io_pct] -clock clk0 [all_outputs]
==> flow_metrics.tcl <==
# implementation run metrics
set metrics [dict create \
    status "finished, final reports clean" \
    warnings 32 \
    hp-class "flop to flop" \
    hp-start "rd_addr[4]" \
    cts_resized 0 \
    top_cells_by_area "edfxtp_1 54%, mux2i_1 6.7%, mux2_2 4.6%" \
    maxSlewViolCount 0 \
    p_sw_mw 1.46 \
    core_area_sq_um 18700 \
    synth.most_common_cell "edfxtp_1" \
    wirelength_microns 18300 \
    rows 50 \
    min_to "rd_addr[4]" \
    antenna_found_initial 0 \
    async_flop_share 0 \
    die_x_microns 140 \
    met1_length_microns 7330 \
    chipArea_sq_um 19700 \
    min_path_cells 1 \
    final-seq-area_sq_um 4440 \
    routed.top_layer "met4" \
    syn-instance-count 568 \
    dp.cells 805 \
    ant_nets 0 \
    grt_pass1_wl_microns 28100 \
    synth.avg_cell_area_sq_um 13.5 \
    post_cts_buffers 0 \
    final-hold-violation-count 0 \
    syn2layout_area_growth_pct 13.7 \
    fmax_ghz 0.296 \
    rrSetupSlack_ns 2.46 \
    yosys.area.top_type "edfxtp_1" \
    setup_violations 0 \
    grt_use_total 0.205 \
    grt_start_max_net_pins 50 \
    powerDensity_nw_per_um2 505 \
    numCtsBuffers 17 \
    io_buffer_count 25 \
    maxCapViolCount 0 \
    drive_above_1_share 0.136 \
    die_h_microns 140 \
    cts.sinks 153 \
    swShare 0.331 \
    skew_ns 0.00883 \
    synth_top_area_share 0.541 \
    wl_per_cell_microns 21.9 \
    end_kind "flop" \
    slew_headroom 0.417 \
    power_frac_comb 0.373 \
    ys_cells 568 \
    common_cells "138 x edfxtp_1, 51 x mux2i_1, 31 x mux2_2, 29 x nor2_1, 22 x nand2_1" \
    cts_hold_buf 0 \
    finalSetupTns_ns 0 \
    initCoreUtil 0.409 \
    wl_met2_microns 8320 \
    worst_pin_slew_ns 0.870 \
    fill_cells 1578 \
    first_iter_violations 315 \
    num_vias 4979 \
    synth_cell_types 55 \
    clkPwrFrac 0.285 \
    edf_count 138 \
    grt_overflow 0 \
    tritoncts "done" \
    place_congestion 0.892 \
    instances_no_fill 837 \
    drt_first_pass_iters 5 \
    synthesis.area_sq_um 7650 \
    ctsLongestPathBuffers 2 \
    ys.flop_type "edfxtp_1" \
    path_class "primary input to flop" \
    yosysWarnings 1 \
    critical_path_arrival_ns 3.67 \
    wl_met3_microns 2160 \
    clk_latency_ns 0.42 \
    post-route-period-util 0.614 \
    grt_pass1_vias 5031 \
    reg2regPathDepth 7 \
    antenna_cells 0 \
    drc_errors 0 \
    rsz0062_at_grt "no" \
    synth-seq-cells 153 \
    crit_required_ns 5.79 \
    hpwl_microns 11700 \
    r2r-end "o_data[7]" \
    cp-start-kind "primary input" \
    peakVddDrop_uv 318 \
    ys_area_sq_um 7650 \
    worstReg2RegStart "rd_addr[1]" \
    leakagePower_nw 3.00 \
    ys_seq_frac 0.581 \
    power.share.sequential 0.343 \
    critPathMaxFanout 23 \
    pin_count 26 \
    vias_per_cell 5.95 \
    fin_crit_ns 3.37 \
    p_int_mw 2.94 \
    path_clk_slew_ns 0.06 \
    htreeDepth 4 \
    comb_area_sq_um 2960 \
    root_buffer "clkbuf_16" \
]
cells by family after synthesis:
family	after synthesis	synth area share
buffers and inverters	45	0.0333
AND-OR/OR-AND	117	0.110
multiplexers	91	0.140
adder cells (fa/ha/maj)	17	0.0288
flip-flops	153	0.581
XOR/XNOR	19	0.0227
AND/OR/NAND/NOR	126	0.0850
power by group through the flow:
stage | Clock [mW] | Combinational, mW | Sequential, mW
4_1_cts | 1.27 | 1.63 | 1.51
5_1_grt | 1.32 | 1.78 | 1.52
6_report | 1.25 | 1.64 | 1.51
sequential cells by signal (all words and copies together), names as in the netlist:
signal,cells
fifo_mem,128
o_data,8
o_empty,1
o_entries,5
o_full,1
rd_addr,5
wr_addr,5
cell type report:
class                   instances  area share
clock inverters                13      0.0229
well taps                     234      0.0336
repair buffers                 35      0.0374
clock buffers                  19      0.0497
multi-input cells             370       0.340
inverters                      13     0.00618
flip-flops and latches        153       0.511
per-layer routing:
metal,vias up,global-route usage
met5,-,0
met1,2411,0.280
met2,253,0.304
met3,37,0.102
met4,0,0.0526
li1,2278,-
metrics by stage:
step                utilization  instance area, sq um  hold slack (ns)  power (mW)  setup WS (ns)
finish                    0.465                  8700            0.628        4.39           2.13
global route              0.465                  8700            0.659        4.62           1.97
CTS                       0.465                  8700            0.631        4.40           2.15
detailed placement        0.432                  8070            0.599        3.15           1.72
global placement          0.432                  8070            0.610        3.13           1.83
floorplan                     -                  7650            0.572        2.69           2.95
layout by cell type (no fill, tap or decap), types with 3 or more instances in the layout:
master             n
a31oi_1            6
xnor2_1           13
mux2_2            31
dfxtp_1           15
nor3_1             8
a221oi_1          17
clkbuf_16         17
edfxtp_1         138
a211oi_1          17
nor2_1            29
a21oi_1           20
nor2b_1           17
o22ai_1           20
a2111oi_0         15
o221ai_1           5
mux2i_1           51
xor2_1             5
bufinv_16          5
mux4_2             7
inv_1             11
clkinv_1           3
buf_4             10
nand2b_1           5
o21ai_0            5
clkinvlp_4         3
and2_1            16
nand3_1           16
ha_1              15
nand2_1           22
clkdlybuf4s50_1   25
critical path, cell delays in order:
cell             delay (ns)
clkdlybuf4s50_1        0.54
nand2b_1               0.07
buf_4                  0.23
inv_6                  0.21
nand2_1                0.45
a211oi_1               0.38
a2111oi_0              0.11
a2111oi_1              0.43
a21oi_1                0.13
how the worst max path moves through the flow:
stage	start	end	slack, ns	cells past startpoint
after CTS	i_rd	o_data[7]	2.15	9
final	i_rd	o_data[7]	2.13	9
after global routing	i_rd	o_data[7]	1.97	9
Power figures rest on the tool's default switching activity, not on a simulated workload.
