### /design/flow/design.v
`default_nettype none
module spi #(
	parameter DATA_WIDTH = 16,
	parameter [19:0] CLK_DIV = 10
	)(
	input wire i_clk,
	input wire i_rst,
	input wire [DATA_WIDTH-1:0] i_data,
	input wire i_wr,
	output reg o_busy,
	output wire o_spi_clk,
	output wire o_spi_data,
	output wire o_spi_load
);
	localparam DELAY = 5;  
	reg [DATA_WIDTH - 1:0] data_reg;
	reg [5:0] bit_count = DATA_WIDTH;
	reg tx_status = 1;
	wire wr_req = i_wr && !o_busy;
	wire spi_clk_negedge;
	initial begin
		bit_count = DATA_WIDTH;
		o_busy = 1;
	end
	always @(posedge i_clk) begin
		if (i_rst) begin  
			bit_count <= DATA_WIDTH;
			tx_status <= 1;
			o_busy <= 1;
		end
		else if (bit_count >= DATA_WIDTH + DELAY) begin  
			tx_status <= 1;
			o_busy <= 0;
			bit_count <= DATA_WIDTH + DELAY;
			if (wr_req) begin
				bit_count <= 0;
				tx_status <= 0;
				o_busy <= 1;
			end
		end
		else if (bit_count >= DATA_WIDTH) begin  
			tx_status <= 1;
			o_busy <= 1;
			bit_count <= bit_count + 1;
		end
		else if (spi_clk_negedge) begin
			tx_status <= 0;	
			bit_count <= bit_count + 1;
		end
	end
	initial
		data_reg = 0;
	always @(posedge i_clk) begin
		if (wr_req == 1'b1)
			data_reg <= i_data;
		else if (spi_clk_negedge)
			data_reg <= {data_reg[DATA_WIDTH - 2:0], 1'b0};
	end
	reg div_clk = 0;
	reg [19:0] clk_counter;
	always @(posedge i_clk) begin
		if (tx_status == 1 || i_rst)
			div_clk <= 0;
		else if (clk_counter >= CLK_DIV / 2 - 1)
			div_clk <= ~div_clk;
	end
	initial
		clk_counter = 0;
	always @(posedge i_clk) begin
		if ((clk_counter >= CLK_DIV/2 - 1) || (tx_status == 1'b1))
			clk_counter <= 0;
		else
			clk_counter <= clk_counter + 1;
	end
	assign spi_clk_negedge = div_clk && (clk_counter >= CLK_DIV/2 - 1) && !tx_status;
	assign o_spi_clk = div_clk;
	assign o_spi_data = data_reg[DATA_WIDTH - 1];
	assign o_spi_load = tx_status;
endmodule
### /design/flow/run.sh
#!/bin/bash
# OpenROAD 26Q1-2900-gdf79404cd8, Yosys 0.63+post, stock flow scripts
make -C /OpenROAD-flow-scripts/flow DESIGN_CONFIG=/design/flow/config.mk WORK_HOME=/design/flow/orfs finish
### /design/flow/config.mk
export PLATFORM = sky130hd
export DESIGN_NAME = spi
export DESIGN_NICKNAME = spi
export VERILOG_FILES = /design/flow/design.v
export SDC_FILE = /design/flow/constraint.sdc
export NUM_CORES = 4
export LEC_CHECK = 1
export CORE_UTILIZATION = 40
### /design/flow/constraint.sdc
current_design spi

set clk_period 2.7
set clk_io_pct 0.2

create_clock -name clk0 -period $clk_period [get_ports {i_clk}]

set non_clock_inputs [all_inputs -no_clocks]
set_input_delay [expr $clk_period * $clk_io_pct] -clock clk0 $non_clock_inputs
set_output_delay [expr $clk_period * $clk_io_pct] -clock clk0 [all_outputs]
==> impl_metrics.ini <==
; synthesis and place-and-route metrics
[pwr]
ir_drop_mv = 0.457
p_sw_mw = 0.260
switching_share_pct = 19.5
finalPower_mw = 1.33
p_per_area_mw_per_mm2 = 626
combPwrFrac_pct = 7.6
intPower_mw = 1.07
seq_power_share_pct = 56.5
leakage_nw = 0.799
clkPwrFrac_pct = 35.8

[place]
pre_cts_ws_ns = 0.491
globalplace.congestion = 0.757
hpwl_microns = 1620
port_buffers = 22

[cts]
clkTransAtPathRegs_ns = 0.08
cts_tree = done
cts_max_path_buffers = 2
cts-hold-fix-buffers = 0
cts.sinks = 45
cts_buffers = 5
worstSkewPairLatency_ns = 0.29
cts_setup_buffers = 0
cts_resized = 0
clockRootBuffer = clkbuf_8
cts-htree-levels = 2

[layout]
regArea_sq_mm = 0.00106
logic_area_sq_um = 641
finish.utilization_pct = 52.7
largest_reg_flops = 20
drive_gt1_share_pct = 18.8
fillers = 334
syn2layout_area_growth_pct = 26.3

[worst_setup_path]
path_class = in2reg
slowest_delay_ns = 0.46
r2r_cells = 7
startpoint_type = input pin
crit_buf_inv = 2
cpLargestDelayFamily = buffers and inverters
worstReg2RegEnd = bit_count[2]
critPathCaptureType = flop
cp_max_fo = 15
crit_chain = clkdlybuf4s50_1 -> nor2b_1 -> buf_4 -> mux2_2
rr_startpoint = bit_count[0]
worst_path_max_delay_cell = clkdlybuf4s50_1
ff2ff_setup_slack_ns = 0.93
crit_required_ns = 2.75
worstPathArrival_ns = 1.95

[yosys]
syn_inst = 125
xor_share_pct = 1.04
avgSynthCellArea_sq_um = 13.5
syn_area_sq_mm = 0.00168
ys_seq_share_pct = 63.1
top_cells_by_area = dfxtp_1 35%, edfxtp_1 29%, mux2_2 10%
mux_share_pct = 10.0
yosysWarnings = 1
simple_gate_area_share_pct = 11.2
ys_area_sq_mm = 0.00168
post-synth-top-area-fraction_pct = 34.5
ys_types = 37
yosys.area_share.aoi_pct = 8.11
synth_flop_count = 45
top_logic_kind = simple AND/OR/NAND/NOR gates
yosysCellCount = 125
fa_ha_area_share_pct = 3.72
yosysTopAreaCell = dfxtp_1

[detailed_routing]
wl_per_cell_microns = 10.7
route.detailed.drc = 0
routed_wl_microns = 2350
antennaDiodeCount = 0
ant_nets = 0
num_vias = 955
detail_route.vias_per_cell = 4.34
dr.pass1.iters = 4
initialDrtViolationCount = 57

[sta]
hold_viol_final = 0
setup-tns-final_ns = 0
maxClockFrequency_ghz = 0.526
drv_slew = 0
fin_skew_ns = 0.00734
finalWorstSetupSlack_ns = 0.799
setup_viol = 0
fin_crit_ns = 1.90
finalCritPeriodShare_pct = 70.4
rsz0062_at_grt = no

[hold_path]
min_path_cells = 1
hold_path_end = clk_counter[0]
min_from = clk_counter[0]
hold_class = reg2reg

[grt]
grt_pass1_wl_microns = 4220
grtUsageMet2_pct = 18.2
use_met3_pct = 3.30
antenna_found_initial = 0
grt_pass1_vias = 964
grt_use_total_pct = 13.0
grt_use_met1_pct = 21.5
globalRoute.busiestLayer = met1
grt_max_degree = 17
grt-ovfl-total = 0

[floorplanning]
die-area_sq_mm = 0.00447
fp_util_pct = 41.7
coreArea_sq_mm = 0.00403
ios = 23
num_rows = 23
fp.dieH_microns = 66.8
die_x_microns = 66.8

[status]
outcome = completed

[run]
cap_violations = 0
tool_warnings = 29
-- power groups by stage --
| stage | Sequential [mW] | Combinational (mW) | Clock, mW |
|---|---|---|---|
| CTS | 0.752 | 0.103 | 0.493 |
| global route | 0.757 | 0.117 | 0.524 |
| finish | 0.752 | 0.102 | 0.477 |
-- worst register-to-register path, delay by kind of cell, from the launching register on --
| kind | cells | cell delay (ns) |
|---|---|---|
| AOI/OAI and AO/OA | 3 | 0.62 |
| and+or+nand+nor | 2 | 0.41 |
| DFF | 1 | 0.41 |
| adders and majority gates | 1 | 0.19 |
| buffers and inverters | 1 | 0.08 |
-- worst max-delay path by stage --
stage / cells after the start / startpoint / slack (ns) / endpoint
6_report: 4 / i_wr / 0.80 / data_reg[7]
5_1_grt: 4 / i_wr / 0.72 / data_reg[7]
4_1_cts: 4 / i_wr / 0.79 / data_reg[7]
-- cell usage after synthesis --
cell type  count
and3_1         1
a211oi_2       1
nand2_1        6
o31ai_4        1
buf_1          1
ha_1           5
nor4_1         2
nor2b_1        3
nor2_1         6
o21bai_1       2
dfxtp_1       29
and2_1         1
nor3_1         3
or3b_1         1
buf_6          1
o21ai_1        3
buf_2          2
o31a_2         1
edfxtp_1      16
a21oi_1        4
a21o_4         1
a31o_2         1
mux2_2        15
nand2b_1       1
xnor2_1        1
a31o_1         1
nor4_4         1
o21ai_0        2
or3_1          1
xor2_1         1
nor3b_1        1
nor4_2         1
or2_2          1
nand3_2        1
nand3_1        1
inv_1          5
conb_1         1
-- cells by family after synthesis --
| logic type | count (synthesis) |
|---|---|
| compound gates | 17 |
| xor+xnor | 2 |
| fa+ha+maj | 5 |
| buf+inv | 9 |
| flops | 45 |
| mux | 15 |
| other cells | 1 |
| simple gates | 31 |
-- cell usage in the layout (no fill, tap or decap), types with 2 or more instances in the layout --
cell             count
nor3_1               3
inv_1                5
nor4_1               2
o21ai_1              3
a21oi_1              4
ha_1                 5
o21ai_0              2
clkbuf_8             5
nor2b_1              3
mux2_2              15
conb_1              18
nand2_1              6
edfxtp_1            16
clkdlybuf4s50_1     22
o21bai_1             2
buf_4                2
nor2_1               6
dfxtp_1             29
-- layout make-up --
type / count / area share [%]
Inverter: 5 / 0.883
Clock buffer: 6 / 3.42
Clock inverter: 2 / 1.59
Timing Repair Buffer: 24 / 11.1
Sequential cell: 45 / 49.9
Tap cell: 50 / 2.94
Multi-Input combinational cell: 88 / 30.2
-- per-stage QoR --
step           hold WS (ns)  area (sq um)  cells
2_1_floorplan         0.417          1750    142
3_3_place_gp          0.429          2020    212
3_5_place_dp          0.439          2020    212
4_1_cts               0.452          2120    220
5_1_grt               0.485          2120    220
6_report              0.453          2120    220
-- routing by layer --
| layer | share of wire [%] | routed length [microns] |
|---|---|---|
| met1 | 47 | 1110 |
| met2 | 42 | 988 |
| met3 | 8.4 | 197 |
| met4 | 2.3 | 53 |
| met5 | 0 | 0 |
Power and IR drop assume default switching activity.
